[constraint.sdc]
current_design Register_File

set clk_period 11.5
set clk_io_pct 0.2

create_clock -name clk0 -period $clk_period [get_ports {clk}]

set non_clock_inputs [all_inputs -no_clocks]
set_input_delay [expr $clk_period * $clk_io_pct] -clock clk0 $non_clock_inputs
set_output_delay [expr $clk_period * $clk_io_pct] -clock clk0 [all_outputs]
[config.mk]
export PLATFORM = sky130hd
export DESIGN_NAME = Register_File
export DESIGN_NICKNAME = Register_File
export VERILOG_FILES = /design/flow/design.v
export SDC_FILE = /design/flow/constraint.sdc
export NUM_CORES = 4
export LEC_CHECK = 1
export CORE_UTILIZATION = 40
[run.sh]
#!/bin/bash
# OpenROAD 26Q1-2900-gdf79404cd8, Yosys 0.63+post, stock flow scripts
make -C /OpenROAD-flow-scripts/flow DESIGN_CONFIG=/design/flow/config.mk WORK_HOME=/design/flow/orfs finish
[design.v]
module Register_File(clk, reset, read_Register1, read_Register2,write_Register,
 write_Data, regWrite, read_Data1, read_Data2);
input clk, reset, regWrite;
input [19:15] read_Register1; 	 
input [24:20] read_Register2;		 
input [11:7]  write_Register;	 
input [31:0] write_Data;  
output [31:0] read_Data1;
output [31:0] read_Data2;
reg [31:0] Registers [31:0];  
integer count;
initial
begin
Registers[0]  = 32'd0;
Registers[1]  = 32'd1;
Registers[2]  = 6;
Registers[3]  = 34;
Registers[4]  = 5;
Registers[5]  = 8;
Registers[6]  = 2;
Registers[7]  = 67;
Registers[8]  = 56;
Registers[9]  = 45;
Registers[10] = 50;
Registers[11] = 41;
Registers[12] = 24;
Registers[13] = 23;
Registers[14] = 24;
Registers[15] = 35;
Registers[16] = 46;
Registers[17] = 57;
Registers[18] = 68;
Registers[19] = 29;
Registers[20] = 30;
Registers[21] = 41;
Registers[22] = 52;
Registers[23] = 53;
Registers[24] = 44;
Registers[25] = 75;
Registers[26] = 56;
Registers[27] = 57;
Registers[28] = 48;
Registers[29] = 39;
Registers[30] = 80;
Registers[31] = 91;
end
always @ (posedge clk)
	begin
		if(reset == 1'b1)
			begin
				for(count = 0; count < 32; count+= 1 )
					begin
						Registers[count] <= 32'h0;
					end
			end
		else if (regWrite == 1'b1) 
			begin
				Registers[write_Register] = write_Data;
			end
		end
	assign read_Data1 = Registers[read_Register1];
	assign read_Data2 = Registers[read_Register2];
endmodule
==> impl_metrics.toml <==
# synthesis and place-and-route metrics
[run_status]
status = "finished, final reports clean"

[synth]
postSynthCellCount = 4640
synth.area.top_cells = "edfxtp_1, mux2i_1, and2_1"
ys.flop_type = "edfxtp_1"
syn_avg_cell_area_um2 = 12.2
yosys_warnings = 1
top_cell = "and2_1"
yosys_area_um2 = 56500
edf_count = 1024
synth_seq_share_pct = 54.5
postSynth.asyncResetShare_pct = 0
ys.flops = 1024
yosysCellCount = 4640
top_area_share_pct = 54.5
yosysUniqueCellTypes = 31
synth_area_um2 = 56500
ys_top_cells_by_count = "and2_1, edfxtp_1, mux2i_1"
yosysTopAreaCell = "edfxtp_1"

[finish]
drive_gt1_share_pct = 8.17
fillCellCount = 12488
fin_util_pct = 44.8
regMostFlops = "Registers"
layout-area-overhead-vs-synth_pct = 10.8
largest_reg_flops = 1024
reg.largest.list = "Registers: 1024 flops"
final_area_um2 = 62600

[clocking]
ctsLongestPathBuffers = 3
clockRootBuffer = "clkbuf_16"
cts_resized = 0
holdBufCountCts = 0
cts.sinks = 1024
clkTransAtPathRegs_ns = 0.06
cts_setup_buffers = 0
cts_tree = "done"
cts_buffers = 113
htreeDepth = 3

[floorplan]
die_w_um = 378
core_um2 = 140000
dieHeight_um = 378
initial_core_util_pct = 40.4
die-area_um2 = 143000
num_io_pins = 114
core.rowCount = 137

[final_timing]
layout_setup_ws_ns = 2.96
slew-limit-headroom_pct = 33.2
setup_violations = 0
max_freq_ghz = 0.117
finalCriticalPeriod_ns = 8.54
drv_slew = 0
setup_tns_ns = 0
min_period_over_period_pct = 74.2
max_slew.worst_pin.slew_ns = 0.998
hold_violations = 0
rsz0062_at_grt = "no"

[global_route]
grt_pass1_vias = 38770
grt_overflow = 0
grt_max_degree = 94
grt_pass1_wl_mm = 281
grt_use_total_pct = 29.9
antenna_found_initial = 5

[route]
wl_mm = 199
wl_per_cell_um = 30.4
drtIter0Drc = 2652
antenna_left = 0
drc = 0
vias_per_cell = 5.83
vias = 38124
first_pass_iters = 5

[setup_path]
path_cells = "clkdlybuf4s50_1, and2_4, buf_4, buf_4, a22o_1, nor3_1, a31oi_1, nand3_1, clkdlybuf4s50_1"
critPathLaunchType = "input pin"
cp_slowest_stage_delay_ns = 0.68
cp_slowest_cell = "clkdlybuf4s50_1"
worst-endpoint-required_ns = 9.20
endpoint_kind = "output port"
crit_type = "input pin to output port"
critPathMaxFanout = 37
worstPathArrival_ns = 6.24

[placed_design]
routabilityCongestion = 0.899
place_hpwl_mm = 106
placed_cell_area_um2 = 58900
port_buffers = 113
dp_slack_ns = 2.99

[min_path]
hold_path_class = "input pin to flip-flop"

[power_and_ir_drop]
p_per_area_nw_per_um2 = 145
peakVddDrop_uv = 118
static-leakage-power_nw = 24.1

[run]
warning_count = 26
max-cap-violations = 0
==> per-stage QoR <==
stage	hold slack, ns	std cells	power, mW
6_report	2.50	6537	9.09
4_1_cts	2.46	6530	9.12
5_1_grt	2.49	6531	9.35
3_3_place_gp	3.24	6323	5.54
3_5_place_dp	3.25	6323	5.55
2_1_floorplan	2.50	4640	5.09
==> layer usage <==
metal	vias up	track usage [%]	part of all wire, %
met1	18781	36.5	35
met5	-	0.961	0.098
met3	473	17.0	14
met2	2015	44.8	46
li1	16847	-	-
met4	8	11.3	4.7
==> cell usage in the layout, fill, tap and decap left out, types with 3 or more instances in the layout <==
master           netlist  final
clkinvlp_4             0      3
nand3_1              193    193
nand3b_1               3      3
clkinv_1               0     39
nor2b_4                0      4
and2_1              1026   1024
nand2_2                1      3
nor2_4                10     30
a31oi_1               64     64
nor2_8                 4      4
clkbuf_16              0    116
clkdlybuf4s50_1        0    110
nor3_1                64     64
edfxtp_1            1024   1024
a22o_1               128    128
clkinv_2               0     16
buf_4                 76    129
a21oi_1              192    192
nand2_1              195    193
clkbuf_1             191     19
mux2i_1             1024   1024
diode_2                0      7
or2_2                 34     34
a22oi_1              192    192
buf_12                 0     13
nand2b_2               0      4
bufinv_16              0     12
==> critical path: cells and delay by family <==
kind                   cells  cell delay [ns]
buffers and inverters      4             2.34
and+or+nand+nor            3             0.82
AOI/OAI and AO/OA          2             0.65
==> kinds of logic (layout without fill, tap and decap cells) <==
| logic type | after synthesis | after routing | synth area share [%] |
|---|---|---|---|
| flops | 1024 | 1024 | 54.5 |
| buf+inv | 448 | 462 | 4.34 |
| mux | 1024 | 1024 | 18.2 |
| compound gates | 576 | 576 | 6.95 |
| simple gates | 1568 | 1568 | 16.1 |
| other cells | 0 | 7 | 0 |
==> layout make-up <==
class,count,area [um2],share of cell area [%]
Sequential cell,1024,30700,49.2
Multi-Input combinational cell,3168,23500,37.5
Timing Repair Buffer,255,2360,3.78
Clock inverter,72,634,1.01
Tap cell,1876,2350,3.75
Clock buffer,135,2970,4.75
Antenna cell,7,17.5,0.0280
==> power by group <==
group          internal (mW)  total (mW)  switching, mW
Clock                   2.09        3.60           1.51
Sequential              4.31        4.40         0.0944
Combinational          0.390        1.08          0.693
Total                   6.79        9.09           2.30
==> final timing paths <==
check,startpoint,to,cells past startpoint
setup / recovery,read_Register2[20],read_Data2[28],9
hold / removal,write_Data[20],Registers[31][20]$_SDFFCE_PN0P_,3
Power figures rest on the tool's default switching activity, not on a simulated workload.
