===== design/flow/run.sh =====
#!/bin/bash
# OpenROAD 26Q1-2900-gdf79404cd8, Yosys 0.63+post, stock flow scripts
make -C /OpenROAD-flow-scripts/flow DESIGN_CONFIG=/design/flow/config.mk WORK_HOME=/design/flow/orfs finish

===== design/flow/config.mk =====
export PLATFORM = sky130hd
export DESIGN_NAME = Instruction_Memory
export DESIGN_NICKNAME = Instruction_Memory
export VERILOG_FILES = /design/flow/design.v
export SDC_FILE = /design/flow/constraint.sdc
export NUM_CORES = 4
export LEC_CHECK = 1
export CORE_AREA = 10 10 70 70
export DIE_AREA = 0 0 80 80

===== design/flow/constraint.sdc =====
current_design Instruction_Memory

set clk_period 1.4
set clk_io_pct 0.2

create_clock -name clk0 -period $clk_period [get_ports {clk}]

set non_clock_inputs [all_inputs -no_clocks]
set_input_delay [expr $clk_period * $clk_io_pct] -clock clk0 $non_clock_inputs
set_output_delay [expr $clk_period * $clk_io_pct] -clock clk0 [all_outputs]

===== design/flow/design.v =====
module Instruction_Memory(clk, reset, read_address, instruction_out);
input clk, reset;
input [31:0] read_address;
output [31:0] instruction_out;
reg [31:0] IMemory [63:0];  
integer count;
assign instruction_out = IMemory[read_address];  
always @ (posedge clk)
	begin
		if( reset == 1'b1)
			begin
				for( count = 0; count < 64; count += 1 );
					begin
						IMemory[ count ] = 32'h00000000;
				end
			 end
		else if ( reset == 1'b0)
			IMemory[0] = 32'b00000000_11001_01010_000_01010_0110011; 	 
			IMemory[4] = 32'b00000000_11001_01010_000_01010_0110011;		 
			IMemory[8] = 32'b00000000_00000_01010_011_01001_0000011;		 
			IMemory[12] = 32'b00000000_11000_01001_001_01100_1100011;	 
			IMemory[16] = 32'b00000000_00001_10110_000_10110_0010011;	 
			IMemory[20] = 32'b00000000_00000_00000_000_01101_1100011;	 
		end
endmodule

==> run summary <==
Figures from the implementation reports.

- The run finished with clean final reports.
- The via count of the first global-routing pass is approximately 380.
- The critical path's slowest cell is sky130_fd_sc_hd__dlygate4sd2_1.
- The maximum fanout along the worst path reads 4.
- The endpoint type of the worst setup path is an output pin.
- The clock input transition at the sequential cells of the worst setup and hold paths reads 0 ns.
- The Yosys warning count reads 1.
- Counting the fill cells in the layout gives 392.
- Cells with a size suffix above 1 make up 48.1% of the layout.
- The initial cell density of the core reads under 10%.
- The data required time of the worst path reads between 1 and 1.5 ns.
- Per the post-route antenna check, the number of violating nets is 0.
- The final critical-path required period is 1.37 ns.
- The cell area after synthesis is roughly 320 um2.
- The ratio of final minimum period to clock period reads 97.6%.
- The dominant logic cell type in the layout is sky130_fd_sc_hd__buf_4.
- The total congestion overflow is 0.
- The number of standard cells after synthesis is 46.
- For this run, the share of the core covered by cells in the final layout is roughly 20%.
- In this run the power density over the cells is approximately 270 nW/um2.
- The post-synthesis chip area from yosys is around 320 um2.
- The overall power consumption reads between 150 and 200 uW.
- After detailed routing, the number of remaining DRC violations is 0.
- The sequential area share after synthesis reads between 6 and 7%.
- After synthesis, the netlist uses 19 different library cells.
- The detailed-placement wirelength estimate is 1.04 mm.
- The worst min-delay path category is in2reg.
- By instance count after routing, the leading logic cell types are 16 x sky130_fd_sc_hd__buf_4, 12 x sky130_fd_sc_hd__conb_1, 12 x sky130_fd_sc_hd__dlygate4sd2_1, 7 x sky130_fd_sc_hd__buf_6.
- On the final layout, the worst hold slack is 0.754 ns.
- The cell seen most often among critical-path stages reads sky130_fd_sc_hd__buf_4.
- The flip-flop count of the largest register after layout reads 1.
- The achievable clock frequency reads between 700 and 800 MHz.
- The average instance area after synthesis reads between 6 and 7 um2.
- The first-pass GRT wire length is 1.81 mm.
- The peak supply drop reads about 0.035 mV.
- The post-synthesis cell count from yosys reads approximately 46.
- The cell count after placement reads between 100 and 150.
- The number of standard-cell rows in the floorplan is 21.
- Measured along the x axis, the die boundary spans approximately 80 um.
- The total routing resource utilization after global routing reads about 3.4%.
- The number of hold violations in the final report is 0.
- STA classifies the critical path startpoint as a primary input.
- The number of buffer cells added on primary ports reads 24.
- The top-level I/O count is roughly 66.
- At the worst endpoint, the arrival time is about 1.1 ns.
- The delay contributed by the slowest stage of the critical path is 0.21 ns.
- The max-slew violation total from the final report reads 0.
- The largest net degree at the start of global routing is 8.
- The floorplan step defined a core boundary enclosing 3420 um2.
- The power report puts the leakage power at 0.392 nW.
- The die height reads approximately 80 um.
- The synthesis-to-layout area growth reads 117%.
- Endpoints with negative setup slack in the final report add up to 0.
- The per-cell via count in the routed design is around 2.9.
- The number of antenna violations at the first check in global routing came to 0.
- In this run, the number of DRC markers left after iteration 0 of detailed routing was 1.
- The count of state elements after synthesis reads 1.
- The area taken by flip-flops and latches is between 20 and 25 um2.
- The iteration count of the initial detailed-routing pass is 2.
- The per-cell routed wire length is 9.60 um.
- After floorplanning, the die was sized to cover between 6000 and 7000 um2.
- The critical setup path kind is in2out.
- The via total after detailed routing is 364.
- For this run, the script counts the antenna cells in the layout as 0.
- The finished layout holds 127 standard cells, fillers aside.
- The number of maximum-capacitance constraint violations is 0.
- The total tool warning count is between 50 and 60.
- Traced cell by cell, the critical path runs through buf_4 > nand2b_4 > buf_4 > buf_4 > nor2_1 > dlygate4sd2_1.
- The final weighted congestion in routability-driven placement reads between 0.6 and 0.7.
- The total routed wirelength is roughly 1.2 mm.
- The combined area of the multi-input logic cells reads around 210 um2.
## worst paths after layout
kind,end,start,cells after the start,slack (ns)
hold / removal,IMemory[0][18],reset,2,0.75
setup / recovery,instruction_out[15],read_address[4],6,0.03
## per-stage QoR
stage | cell area (um2) | setup TNS (ns) | setup slack, ns
5_1_grt | 683 | -0.00415 | -0.00415
6_report | 683 | 0 | 0.0340
4_1_cts | 657 | 0 | 0.00696
2_1_floorplan | 357 | 0 | 0.297
3_5_place_dp | 561 | -11.29 | -0.666
3_3_place_gp | 561 | -11.34 | -0.660
## per-layer routing
metal  vias up  global-route usage [%]  wire, um
met5         -                       0         0
met4         0                       0         0
met3         0                   0.682        87
met2        18                    7.30       676
met1       161                    3.36       454
li1        185                       -         -
## synth_stat cells
cell,n,area [um2]
sky130_fd_sc_hd__buf_6,1,11.3
sky130_fd_sc_hd__nor3_1,2,10.0
sky130_fd_sc_hd__a21o_1,1,7.51
sky130_fd_sc_hd__inv_1,2,7.51
sky130_fd_sc_hd__a211oi_2,1,12.5
sky130_fd_sc_hd__nand2_1,2,7.51
sky130_fd_sc_hd__nor2_2,1,6.26
sky130_fd_sc_hd__mux2i_1,1,10.0
sky130_fd_sc_hd__a21o_2,1,8.76
sky130_fd_sc_hd__buf_4,19,143
sky130_fd_sc_hd__a21oi_1,1,5.00
sky130_fd_sc_hd__o21ai_0,2,10.0
sky130_fd_sc_hd__conb_1,1,3.75
sky130_fd_sc_hd__dfxtp_1,1,20.0
sky130_fd_sc_hd__nor2_1,6,22.5
sky130_fd_sc_hd__inv_2,1,3.75
sky130_fd_sc_hd__nor2b_1,1,6.26
sky130_fd_sc_hd__nand2b_1,1,6.26
sky130_fd_sc_hd__nand2b_4,1,13.8
## critical path: cells and delay by family
kind                   cells  cell delay (ns)
and+or+nand+nor            2             0.22
buffers and inverters      4             0.59
## logic make-up after synthesis
kind of cell	after synthesis	share of synthesized area (%)
buf+inv	23	52.4
simple gates	14	23.0
compound gates	6	13.9
mux	1	3.17
flops	1	6.35
other cells	1	1.19
## power breakdown
group | total (mW) | switching [mW] | internal [mW]
logic | 0.154 | 0.0536 | 0.101
registers | 0.0322 | 0.00151 | 0.0307
clock network | 0 | 0 | 0
total | 0.187 | 0.0551 | 0.132
## layout make-up
type / instances / share of cell area [%]
timing repair buffer: 44 / 55.9
sequential: 1 / 2.93
inverter: 3 / 1.65
multi-input combinational: 33 / 31.1
tap: 46 / 8.42
## what timing repair did
action,CTS,global route
pin swaps,6,1
cloned,0,0
buffers inserted,10,2
hold buffers,0,0
gates resized,60,4
setup endpoints to repair,20,5
Power and IR drop assume default switching activity.
