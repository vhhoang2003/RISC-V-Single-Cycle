[flow/constraint.sdc]
current_design ALU

set clk_period 25.4
set clk_io_pct 0.2

create_clock -name clk0 -period $clk_period

set non_clock_inputs [all_inputs -no_clocks]
set_input_delay [expr $clk_period * $clk_io_pct] -clock clk0 $non_clock_inputs
set_output_delay [expr $clk_period * $clk_io_pct] -clock clk0 [all_outputs]
[flow/design.v]
module ALU(A, B, zero, ALUControl_in, ALU_result);
input [31:0] A, B;
input [3:0] ALUControl_in;
output [31:0] ALU_result;
output reg zero;
always @ (*)
	begin
		case(ALUControl_in)
			4'b0000 : begin zero <= 0; ALU_result <= A & B; end
			4'b0001 : begin zero <= 0; ALU_result <= A | B; end
			4'b0010 : begin zero <= 0; ALU_result <= A + B; end
			4'b0110 : begin zero <= 0; ALU_result <= A - B; end
			default : begin zero <= 0; ALU_result <= A; end
		endcase
	end
endmodule
[flow/run.sh]
#!/bin/bash
# OpenROAD 26Q1-2900-gdf79404cd8, Yosys 0.63+post, stock flow scripts
make -C /OpenROAD-flow-scripts/flow DESIGN_CONFIG=/design/flow/config.mk WORK_HOME=/design/flow/orfs finish
[flow/config.mk]
export PLATFORM = sky130hd
export DESIGN_NAME = ALU
export DESIGN_NICKNAME = ALU
export VERILOG_FILES = /design/flow/design.v
export SDC_FILE = /design/flow/constraint.sdc
export NUM_CORES = 4
export LEC_CHECK = 1
export CORE_UTILIZATION = 50
==> impl_metrics.prom <==
# HELP chip_impl_metric Yosys and OpenROAD flow results
# TYPE chip_impl_metric gauge
chip_impl_metric{name="report.power.total",unit="W"} 0.0001026
chip_impl_metric{name="grt_use_total",unit=""} 0.3121
chip_impl_metric{name="grt_antenna_before_repair",unit=""} 0
chip_impl_metric{name="adder_share",unit=""} 0.2150
chip_impl_metric{name="yosysCellCount",unit=""} 467
chip_impl_metric{name="num_vias",unit=""} 3838
chip_impl_metric{name="largest_vdd_supply_drop",unit="V"} 0.00001894
chip_impl_metric{name="post_synth_mux_area_share",unit=""} 0.009808
chip_impl_metric{name="via_count_of_the_first_global_routing_pass",unit=""} 3458
chip_impl_metric{name="worst-endpoint-arrival",unit="ns"} 10.08
chip_impl_metric{name="final_period_minus_worst_setup_slack",unit="ns"} 15.16
chip_impl_metric{name="place_hpwl",unit="mm"} 8.075
chip_impl_metric{name="wl_met3",unit="um"} 539
chip_impl_metric{name="layout.cells.non_filler",unit=""} 617
chip_impl_metric{name="warning_count",unit=""} 35
chip_impl_info{name="critical_path.endpoint_type",value="output port"} 1
chip_impl_metric{name="total_of_cells_resized_after_clock_tree_synthesis",unit=""} 0
chip_impl_metric{name="drcViolationCount",unit=""} 0
chip_impl_metric{name="yosys.area_share.xor_xnor",unit=""} 0.1565
chip_impl_metric{name="final_hold_viol_count",unit=""} 0
chip_impl_metric{name="nClkBuffers",unit=""} 0
chip_impl_info{name="critPathKind",value="input port to output port"} 1
chip_impl_metric{name="setup_viol",unit=""} 0
chip_impl_metric{name="wl_met2",unit="mm"} 4.684
chip_impl_info{name="crit_path_start",value="B[2]"} 1
chip_impl_metric{name="drt-wirelength-per-cell",unit="um"} 16.43
chip_impl_metric{name="number_of_primary_i_o_pins",unit=""} 101
chip_impl_info{name="layout.cells.most_common_list",value="100 x sky130_fd_sc_hd__clkdlybuf4s50_1, 50 x sky130_fd_sc_hd__o21ai_0, 37 x sky130_fd_sc_hd__a21oi_1"} 1
chip_impl_metric{name="detail_route_antenna_nets",unit=""} 0
chip_impl_metric{name="yosysUniqueCellTypes",unit=""} 54
chip_impl_metric{name="syn_inst",unit=""} 467
chip_impl_info{name="top_layer",value="met4"} 1
chip_impl_metric{name="detail_route.antenna_diodes",unit=""} 0
chip_impl_info{name="synth.area.top_cells",value="sky130_fd_sc_hd__ha_1 13%, sky130_fd_sc_hd__xor2_1 9.1%, sky130_fd_sc_hd__o21ai_0 7.8%"} 1
chip_impl_info{name="yosys.area.top_type",value="sky130_fd_sc_hd__ha_1"} 1
chip_impl_metric{name="final.period_utilization",unit=""} 0.5968
chip_impl_metric{name="final_design_area_no_fill",unit="sq um"} 4215
chip_impl_metric{name="core-area",unit="sq um"} 6026
chip_impl_metric{name="dpl-instance-area",unit="sq um"} 4215
chip_impl_metric{name="final_layout_size_suffix_gt1_frac",unit=""} 0.02768
chip_impl_metric{name="die_height",unit="um"} 81.87
chip_impl_metric{name="ys_area",unit="sq um"} 3189
chip_impl_metric{name="postRouteWirelength",unit="mm"} 10.14
chip_impl_metric{name="cts_hold_buf",unit=""} 0
chip_impl_metric{name="worstPathRequired",unit="ns"} 20.32
chip_impl_metric{name="synthesis.area_per_instance",unit="sq um"} 6.829
chip_impl_metric{name="fillCellCount",unit=""} 495
chip_impl_info{name="layout_top_cell",value="sky130_fd_sc_hd__clkdlybuf4s50_1"} 1
chip_impl_metric{name="vias_per_cell",unit=""} 6.220
chip_impl_metric{name="drv.max_cap_violation_count",unit=""} 0
chip_impl_metric{name="totalNegativeSetupSlack",unit="ns"} 0
chip_impl_info{name="rsz0062_at_grt",value="false"} 1
chip_impl_info{name="end_point_of_the_critical_path",value="ALU_result[31]"} 1
chip_impl_metric{name="place.gp.congestion",unit=""} 0.9708
chip_impl_metric{name="synthDominantCellAreaShare",unit=""} 0.1334
chip_impl_metric{name="synthAoiAreaFrac",unit=""} 0.3770
chip_impl_metric{name="floorplan.initialDensity",unit=""} 0.5293
chip_impl_metric{name="grt_first_pass_wirelength",unit="mm"} 16.19
chip_impl_metric{name="power.density_cell_area",unit="nW/um^2"} 24.34
chip_impl_metric{name="die_area",unit="sq um"} 6702
chip_impl_info{name="netlist_logic_family_top",value="AND-OR/OR-AND gates"} 1
chip_impl_metric{name="sequential_cell_area",unit="sq um"} 0
chip_impl_metric{name="setup_ws",unit="ns"} 10.24
chip_impl_metric{name="cts_setup_buffers",unit=""} 0
chip_impl_metric{name="detailedRoute.firstIterationViolations",unit=""} 269
chip_impl_metric{name="max_freq",unit="MHz"} 65.97
chip_impl_metric{name="cellLeakagePower",unit="nW"} 1.684
chip_impl_metric{name="die_x",unit="um"} 81.87
chip_impl_metric{name="whs_path_depth",unit=""} 4
chip_impl_metric{name="rows",unit=""} 28
chip_impl_metric{name="maximum_number_of_pins_on_one_net_before_global_route_repair",unit=""} 34
chip_impl_metric{name="layout-area-overhead-vs-synth",unit="%"} 32.17
chip_impl_metric{name="synth_seq_share",unit=""} 0
chip_impl_metric{name="route.layer.met1.wl",unit="mm"} 4.743
chip_impl_metric{name="placedCellCount",unit=""} 617
chip_impl_metric{name="path_max_fanout",unit=""} 9
chip_impl_metric{name="globalRouteOverflowTotal",unit=""} 0
chip_impl_metric{name="worst_slew_pin_slew",unit="ns"} 0.6928
chip_impl_metric{name="numPortBuffers",unit=""} 100
chip_impl_metric{name="relSlewSlack",unit=""} 0.5367
chip_impl_metric{name="synthesis.area",unit="sq um"} 3189
chip_impl_metric{name="synth-warning-count",unit=""} 6
chip_impl_metric{name="drt_pre_antenna_iters",unit=""} 6
chip_impl_metric{name="number_of_max_slew_violations_in_the_final_report",unit=""} 0
chip_impl_info{name="holdCritPathClass",value="input port to output port"} 1
chip_impl_info{name="timing.critical_path.from_type",value="input port"} 1
chip_impl_info{name="status",value="finished clean"} 1
chip_impl_metric{name="ys_sh_simple",unit=""} 0.1871
chip_impl_metric{name="flops",unit=""} 0
chip_impl_metric{name="dpl_ws",unit="ns"} 10.34
[layer usage]
metal / vias to the layer above / GRT usage
li1: 1926 / -
met1: 1749 / 0.4258
met2: 144 / 0.5405
met3: 19 / 0.01691
met4: 0 / 0.06491
met5: - / 0
[how the worst min path moves through the flow]
stage	from	end	slack, ns
6_report	A[18]	ALU_result[18]	11.19
5_1_grt	A[22]	ALU_result[22]	11.24
4_1_cts	A[18]	ALU_result[18]	11.19
[stage by stage]
step | hold WS, ns | utilization
6_report | 11.19 | 0.6995
5_1_grt | 11.24 | 0.6995
4_1_cts | 11.19 | 0.6995
3_5_place_dp | 11.18 | 0.6995
3_3_place_gp | 11.19 | 0.6995
2_1_floorplan | 10.23 | -
[cell usage after synthesis, drive strengths merged, types with 6 or more instances]
cell	instances
maj3	24
o211ai	6
clkbuf	29
nand2	36
a22oi	22
nor2	27
inv	13
nand3	9
xor2	33
nand4	6
a31oi	8
or4	6
ha	34
o31ai	11
xnor2	24
a21oi	37
a21o	15
o21ai	51
o21bai	8
nand2b	7
nor3	8
[final cells by class]
class | instances | area, sq um | share of cell area
repair buffers | 106 | 1046 | 0.2481
multi-input cells | 423 | 3027 | 0.7180
inverters | 13 | 48.80 | 0.01158
well taps | 75 | 93.84 | 0.02226
[critical path, cell delays in order]
cell and delay, ns:
sky130_fd_sc_hd__clkdlybuf4s50_1 0.53, sky130_fd_sc_hd__nor4_1 0.36, sky130_fd_sc_hd__nor4b_1 0.53, sky130_fd_sc_hd__nand2_1 0.31
sky130_fd_sc_hd__or4_4 0.53, sky130_fd_sc_hd__o41ai_1 0.32, sky130_fd_sc_hd__xor2_1 0.12, sky130_fd_sc_hd__ha_1 0.46
sky130_fd_sc_hd__nand2_1 0.14, sky130_fd_sc_hd__or3_1 0.38, sky130_fd_sc_hd__nand3b_1 0.17, sky130_fd_sc_hd__and3_1 0.27
sky130_fd_sc_hd__mux2_2 0.30, sky130_fd_sc_hd__o21ai_2 0.10, sky130_fd_sc_hd__clkdlybuf4s50_1 0.46
[cell families after synthesis]
family                     count (synthesis)
adders and majority gates                 59
buffers and inverters                     44
and+or+nand+nor                          119
muxes                                      3
xor gates and xnor gates                  57
other                                      1
AOI/OAI and AO/OA                        184
[report_power, final]
group	total (W)	switching [W]	internal (W)
Clock	0	0	0
Sequential	0	0	0
Combinational	0.000103	0.0000509	0.0000517
Total	0.000103	0.0000509	0.0000517
